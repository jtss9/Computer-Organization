$ cat config.mk
export PLATFORM = sky130hd
export DESIGN_NAME = ALU_31bit
export DESIGN_NICKNAME = ALU_31bit
export VERILOG_FILES = /design/flow/design.v
export SDC_FILE = /design/flow/constraint.sdc
export NUM_CORES = 4
export LEC_CHECK = 1
export CORE_AREA = 10 10 70 70
export DIE_AREA = 0 0 80 80
$ cat constraint.sdc
current_design ALU_31bit

set clk_period 1.9
set clk_io_pct 0.2

create_clock -name clk0 -period $clk_period

set non_clock_inputs [all_inputs -no_clocks]
set_input_delay [expr $clk_period * $clk_io_pct] -clock clk0 $non_clock_inputs
set_output_delay [expr $clk_period * $clk_io_pct] -clock clk0 [all_outputs]
$ cat design.v
module ALU_31bit( result, carryOut, overflow, set, a, b, invertA, invertB, operation, carryIn, less ); 
  output reg result;
  output wire carryOut;
  output wire overflow;
  output wire set;
  input wire a;
  input wire b;
  input wire invertA;
  input wire invertB;
  input wire[1:0] operation;
  input wire carryIn;
  input wire less;
  reg a_in, b_in;
  wire fa_result;
  Full_adder FA(
            .sum(fa_result),
            .carryOut(carryOut),
            .carryIn(carryIn),
            .input1(a_in),
            .input2(b_in)
        );
  wire w0, w1;
  or g0(w0, a_in, b_in);
  and g1(w1, a_in, b_in);
  assign overflow = ((operation == 2'b10) || (operation == 2'b11))? (carryIn != carryOut) : 'b0;
  assign set = fa_result;
  always@(*)
  begin
    a_in = (invertA)? ~a : a;
    b_in = (invertB)? ~b : b;
    case(operation)
    2'b00:  result <= w0;
    2'b01:  result <= w1;
    2'b10:  result <= fa_result;
    2'b11:  result <= less;
    endcase
  end
endmodule
module Full_adder(sum, carryOut, carryIn, input1, input2);
	input carryIn, input1, input2;
	output sum, carryOut;
	wire w1, w2, w3;
	xor x1(w1, input1, input2);
	xor x2(sum, w1, carryIn);
	and a1(w2, input1, input2);
	and a2(w3, w1, carryIn);
	or o1(carryOut, w2, w3);
endmodule
$ cat run.sh
#!/bin/bash
# OpenROAD 26Q1-2900-gdf79404cd8, Yosys 0.63+post, stock flow scripts
make -C /OpenROAD-flow-scripts/flow DESIGN_CONFIG=/design/flow/config.mk WORK_HOME=/design/flow/orfs finish
==> Changelog: implementation <==
### Changed

* Tool warnings at 36
* Avg WL per Cell at 6.71 um
* Setup-violating endpoint count in the final report at 1
* Mapped Cells at 11
* Total area of sequential cells at 0 sq um
* CP Cell Sequence: buf_8 -> xor2_4 -> fa_2 -> mux4_2 -> buf_2
* Kind of start point of the critical path: primary input
* Biggest area consumer among synthesized cells: xor2_1
* Crit path setup slack, layout at -0.190 ns
* Max stage delay on crit path at 0.46 ns
* Top cells, area: xor2_1 (23%), ha_1 (22%), mux4_2 (20%), fa_1 (18%), inv_1 (10%)
* RSZ-0062 raised after global routing: yes
* Hold Path Origin: carryIn
* Slew Limit Fails at 0
* Number of diodes at 0
* Clock buffer count at 0
* Core box area at 0.00342 sq mm
* Setup crit end kind: primary output
* Worst relative slew slack at 0.904
* Max Fclk at 479 MHz
* Post-route ant nets at 0
* Worst-margin pin slew at 0.143 ns
* TritonRoute pass-1 iters at 2
* Final Hold Vio Count at 0
* Layout area overhead at 222%
* Area leader share at 0.233
* Die X at 80 um
* Global-route total usage across every layer at 0.0144
* Num sequential at 0
* Failing checks: setup timing
* Antenna violations before repair at 0
* IO buf count at 12
* Chip area at 0.00640 sq mm
* Hold buffer count at CTS at 0
* CP max FO at 2
* Post-synthesis chip area from yosys at 113 sq um
* WS Path Type: primary input to primary output
* M1 WL at 267 um
* DRC errors left at 0
* Ys cells at 11
* WP data required at 1.52 ns
* Non-filler cells in the finished layout at 73
* Io pins at 12
* Total routed wirelength at 490 um
* Synth warn at 1
* Worst Hold Path Cells at 5
* Post-synth cell types at 6
* Max Cap Viol at 0
* Status: finished, violations left
* Fin crit period at 2.09 ns
* Core Density at Floorplan at 0.0330
* Synthesized area at 113 sq um
* Hold crit path type: primary input to primary output
* Met2 wire length at 145 um
* Vias at 124
* First-pass GRT wire length at 731 um
* PD cells at 254 mW/mm^2
* Vias in the first global route at 155
* Max VDD drop at 0.0000998 V
* Seq share, synth at 0
* GRT Residual Overflow at 0
* Share of cells above drive strength 1 at 0.556
* WL met3 at 76 um
* Rows at 21
* Number of DRC markers in iteration 0 at 1
* Vias/cell at 1.70
* Top Metal Used: met3
* Die height at 80 um
* Post-layout util at 0.106
* Critical Path Slowest Stage Cell: fa_2
* Leakage power at 0.148 nW
* Post-placement cell count at 71
* Worst path arrival time at 1.71 ns
* Syn avg cell area at 10.2 sq um
* DP Wirelength at 462 um
* Largest net degree at the start of global routing at 3
* Pre-CTS setup slack at -1.04 ns
* Period utilization at 1.10
* Gpl congestion at 0.674
* Hold EP: overflow
==> cells by family (layout without fill, tap and decap cells) <==
kind of cell             count (synthesis)  after routing  synth area share
multiplexers                             1              1             0.200
XOR/XNOR                                 3              3             0.233
buffers and inverters                    3             19             0.100
AND/OR/NAND/NOR                          1              1            0.0667
adder cells (fa/ha/maj)                  3              3             0.400
==> layout by cell type, fill, tap and decap left out <==
cell             synthesis  final
clkdlybuf4s50_1          0      3
mux4_2                   1      1
dlygate4sd2_1            0      3
buf_8                    0      2
xor2_4                   0      2
ha_1                     2      2
buf_6                    0      2
inv_1                    3      3
xor2_1                   3      1
fa_2                     0      1
buf_2                    0      1
buf_4                    0      5
and2_4                   0      1
==> what timing repair did <==
action                                 in CTS  in global routing
setup endpoints to repair                   4                  2
resized                                    35                  5
pin swaps                                   4                  2
endpoints found under the hold margin       0                  0
buffers inserted                            2                  0
==> worst max-delay path by stage <==
stage | depth (start not counted) | from | to
4_1_cts | 5 | a | result
5_1_grt | 5 | invertA | result
6_report | 5 | a | result
==> metrics by stage <==
step / hold slack, ns / power, W / setup TNS (ns) / cell area [sq um]
floorplan: 0.851 / 0.0000222 / 0 / 113
global placement: 1.81 / 0.0000824 / -2.68 / 305
detailed placement: 1.83 / 0.0000843 / -2.76 / 305
CTS: 1.45 / 0.0000847 / -0.198 / 334
global route: 1.47 / 0.000103 / -0.222 / 363
finish: 1.42 / 0.0000923 / -0.190 / 363
==> cell usage after synthesis <==
| library cell | number |
|---|---|
| and2_2 | 1 |
| fa_1 | 1 |
| ha_1 | 2 |
| inv_1 | 3 |
| mux4_2 | 1 |
| xor2_1 | 3 |
==> layout make-up <==
class	count	area [sq um]
inverter	3	11.3
fill	409	3050
multi-input combinational	8	143
tap	46	57.6
timing repair buffer	16	151
==> metal layers <==
layer / track usage / vias up
li1: - / 66
met1: 0.0213 / 48
met2: 0.0185 / 10
met3: 0.00795 / 0
met4: 0 / 0
met5: 0 / -
==> where the power goes <==
part	leakage (nW)	internal, W	switching [W]
logic	0.148	0.0000618	0.0000305
registers	0	0	0
clock network	0	0	0
==> critical path, delay by kind of cell <==
family / cells / cell delay, ns
adder cells (fa/ha/maj): 1 / 0.46
buffers and inverters: 2 / 0.24
XOR/XNOR: 1 / 0.18
multiplexers: 1 / 0.45
Power and IR drop assume default switching activity.
